--- run.sh ---
#!/bin/bash
# OpenROAD 26Q1-2900-gdf79404cd8, Yosys 0.63+post, stock flow scripts
make -C /OpenROAD-flow-scripts/flow DESIGN_CONFIG=/design/flow/config.mk WORK_HOME=/design/flow/orfs finish
--- config.mk ---
export PLATFORM = sky130hd
export DESIGN_NAME = uart_tx
export DESIGN_NICKNAME = uart_tx
export VERILOG_FILES = /design/flow/design.v
export SDC_FILE = /design/flow/constraint.sdc
export NUM_CORES = 4
export LEC_CHECK = 1
export CORE_AREA = 10 10 113 113
export DIE_AREA = 0 0 123 123
--- constraint.sdc ---
current_design uart_tx

set clk_period 3.4
set clk_io_pct 0.2

create_clock -name clk0 -period $clk_period [get_ports {i_clk}]

set non_clock_inputs [all_inputs -no_clocks]
set_input_delay [expr $clk_period * $clk_io_pct] -clock clk0 $non_clock_inputs
set_output_delay [expr $clk_period * $clk_io_pct] -clock clk0 [all_outputs]
--- design.v ---
module uart_tx #(
    parameter integer CLK_FREQ = 50_000_000,   
    parameter integer BAUD_RATE = 9600        
)(
    input logic i_clk,            
    input logic i_rst_n,          
    input logic i_tx_start,       
    input logic [7:0] i_data,     
    output logic o_tx,            
    output logic o_tx_busy        
);
    localparam integer CYCLES_PER_BIT = CLK_FREQ / BAUD_RATE;
    typedef enum logic [1:0] {
        IDLE    = 2'b00,  
        START   = 2'b01,  
        DATA    = 2'b10,  
        STOP    = 2'b11   
    } uart_state_t;
    uart_state_t state;              
    logic [$clog2(CYCLES_PER_BIT) - 1:0] bit_timer;  
    logic [3:0] bit_index;           
    logic [7:0] tx_shift_reg;        
    always_ff @(posedge i_clk or negedge i_rst_n) begin
        if (!i_rst_n) begin
            state <= IDLE;           
            bit_timer <= 0;
            bit_index <= 0;
            tx_shift_reg <= 8'b0;
            o_tx <= 1'b1;            
            o_tx_busy <= 1'b0;
        end else begin
            case (state)
                IDLE: begin
                    o_tx <= 1'b1;    
                    o_tx_busy <= 1'b0;
                    if (i_tx_start) begin
                        state <= START;            
                        tx_shift_reg <= i_data;    
                        bit_timer <= 0;
                        bit_index <= 0;
                        o_tx_busy <= 1'b1;
                    end
                end
                START: begin
                    o_tx <= 1'b0;    
                    if (bit_timer == CYCLES_PER_BIT - 1) begin
                        state <= DATA;             
                        bit_timer <= 0;
                    end else begin
                        bit_timer <= bit_timer + 1;
                    end
                end
                DATA: begin
                    o_tx <= tx_shift_reg[0];       
                    if (bit_timer == CYCLES_PER_BIT - 1) begin
                        bit_timer <= 0;
                        tx_shift_reg <= tx_shift_reg >> 1;  
                        bit_index <= bit_index + 1;
                        if (bit_index == 7) begin
                            state <= STOP;         
                        end
                    end else begin
                        bit_timer <= bit_timer + 1;
                    end
                end
                STOP: begin
                    o_tx <= 1'b1;    
                    if (bit_timer == CYCLES_PER_BIT - 1) begin
                        state <= IDLE;            
                        o_tx_busy <= 1'b0;
                    end else begin
                        bit_timer <= bit_timer + 1;
                    end
                end
                default: begin
                    state <= IDLE;  
                end
            endcase
        end
    end
endmodule
==> impl_metrics.py <==
# Generated from Yosys and OpenROAD reports
metrics = {
    "status": {
        "outcome": "finished clean",
    },
    "final_timing": {
        "setup_viol": 0,
        "timing.final.hold_violations": 0,
        "setup_total_negative_slack_ps": 0,
        "timing.final.crit_period_ps": 2240,
        "slew_headroom": 0.578,
        "clock-skew-final_ps": 4.33,
        "tightest_pin_transition_ps": 627,
        "clock.fmax_ghz": 0.446,
        "timing.final.max_slew_violations": 0,
        "holdWs_ps": 487,
        "final_min_period_over_clock_period": 0.660,
        "rsz0062_at_grt": "no",
    },
    "logic_synthesis": {
        "synth.most_common_cell": "sky130_fd_sc_hd__dfrtp_1",
        "ys_top_cells_by_count": "sky130_fd_sc_hd__dfrtp_1 (29), sky130_fd_sc_hd__nand2_1 (17), sky130_fd_sc_hd__mux2_2 (15)",
        "dominantRegCellSynth": "sky130_fd_sc_hd__dfrtp_1",
        "topCellsByArea": "sky130_fd_sc_hd__dfrtp_1 (44%), sky130_fd_sc_hd__mux2_2 (10%), sky130_fd_sc_hd__nand2_1 (3.8%), sky130_fd_sc_hd__dfstp_2 (3.2%), sky130_fd_sc_hd__o21ai_0 (2.7%)",
        "ys_ff": 31,
        "enable_flop_cells": 0,
        "synth.yosys.chip_area_um2": 1660,
        "netlist.top_cell.by_area": "sky130_fd_sc_hd__dfrtp_1",
        "synth-seq-area-share": 0.468,
        "synth_stat.cells": 162,
        "async_flop_share": 1.00,
        "synth_cell_types": 41,
        "number_of_warnings_reported_in_the_yosys_synthesis_log": 1,
        "synthesis.instances": 162,
        "syn-cell-area_um2": 1660,
        "synthesis.area_per_instance_um2": 10.3,
        "synth.top_cell.area_share": 0.436,
    },
    "floorplanning": {
        "fp.dieArea_um2": 15100,
        "floorplan.die.width_um": 123,
        "overall_die_height_um": 123,
        "core_region_area_um2": 10300,
        "floorplan.rows": 37,
        "boundaryPins": 13,
        "fp_util": 0.161,
    },
    "global_route": {
        "globalRouteMet3Util": 0.0111,
        "number_of_global_route_vias_before_repair": 1294,
        "met2_usage": 0.0736,
        "grt_antenna_before_repair": 0,
        "highest_utilization_routing_layer_at_the_global_route_stage": "met2",
        "grt.overflow.total": 0,
        "grt_use_total": 0.0468,
        "grt_first_pass_wirelength_um": 6000,
        "global_route.usage.met1": 0.0660,
        "maximum_number_of_pins_on_one_net_before_global_route_repair": 32,
    },
    "power": {
        "worst_ir_drop_vdd_v": 0.000230,
        "pwr_density_cell_nw_per_um2": 460,
        "static-leakage-power_nw": 0.766,
    },
    "worst_setup_path": {
        "worstSetupEndpointType": "flip-flop",
        "worst-path-buf-inv": 1,
        "timing.critical_path.required_ps": 3610,
        "timing.critical_path.cells": "clkdlybuf4s50_1 > nor2b_4 > or3_4 > or4_1 > a21oi_1",
        "worst_path_max_stage_delay_ps": 600,
        "worstSetupStartpointType": "primary input",
        "cp_slowest_cell": "sky130_fd_sc_hd__clkdlybuf4s50_1",
        "critPathMaxFanout": 12,
        "cp_num_cells": 5,
        "crit_type": "in2reg",
        "reg2reg_depth": 4,
        "largest_delay_contributor_family_on_the_critical_path": "simple AND/OR/NAND/NOR gates",
        "worst-endpoint-arrival_ps": 2460,
    },
    "final_layout": {
        "nFillCells": 1117,
        "max_ffs_per_register": 13,
        "share_of_post_route_cells_with_drive_strength_above_1": 0.164,
        "synthToLayoutAreaGrowth_pct": 21.0,
    },
    "drt": {
        "drt-total-wl_um": 3330,
        "drt.antenna.violating_nets": 0,
        "wire_per_inst_um": 10.6,
        "route.vias.total": 1274,
        "drc": 0,
        "num_antenna_cells": 0,
        "detailedRoute.firstIterationViolations": 81,
        "route.detailed.vias_per_inst": 4.07,
        "detail_route.first_pass.iterations": 4,
    },
    "placed_design": {
        "port_buffers": 12,
        "gp_congestion": 0.835,
        "dp_hpwl_um": 2360,
    },
    "cts": {
        "cts_root_buf": "sky130_fd_sc_hd__clkbuf_8",
        "numCtsBuffers": 5,
        "clk_path_buf_depth": 2,
        "postCtsSetupBuffers": 0,
        "cts-hold-fix-buffers": 0,
        "insertion_delay_at_the_late_pin_of_the_worst_skew_pair_ps": 280,
        "clock_sinks": 31,
        "htree_levels": 2,
        "cts_resized": 0,
        "tritoncts": "built",
        "clk_transition_reported_paths_ps": 60,
    },
    "worst_hold_path": {
        "worst_hold_path.num_cells": 1,
        "worst_hold_path_type": "reg2reg",
    },
    "job": {
        "tool_warnings": 25,
        "drv_cap": 0,
    },
}
## routing by layer
layer | routed length, um | up-vias
met5 | 0 | -
met4 | 53 | 0
met3 | 128 | 7
met2 | 1480 | 20
met1 | 1670 | 617
li1 | - | 630
## per-stage QoR
step / std cells / worst slack (ps) / instance area (um2) / util / total power [mW]
global placement: 305 / 869 / 1930 / 0.187 / 0.652
finish: 313 / 1160 / 2010 / 0.195 / 0.926
floorplan: 162 / 1590 / 1660 / - / 0.596
CTS: 313 / 1150 / 2010 / 0.195 / 0.935
detailed placement: 305 / 852 / 1930 / 0.187 / 0.656
global route: 313 / 1060 / 2010 / 0.195 / 0.987
## final timing paths
check / start / endpoint / slack [ps]
worst max register to register: bit_timer[8]$_DFFE_PN0P_ / tx_shift_reg[2]$_DFFE_PN0P_ / 1240
min in group asynchronous: i_rst_n / tx_shift_reg[4]$_DFFE_PN0P_ / 790
worst min-delay path: tx_shift_reg[0]$_DFFE_PN0P_ / o_tx$_DFF_PN1_ / 490
worst max-delay path: i_tx_start / bit_timer[12]$_DFFE_PN0P_ / 1160
max in group asynchronous: i_rst_n / o_tx$_DFF_PN1_ / 2280
worst min register to register: tx_shift_reg[0]$_DFFE_PN0P_ / o_tx$_DFF_PN1_ / 490
## area by class of cell
type                    count  area, um2  share of cell area
multi-input cells         119        828               0.412
flip-flops and latches     31        778               0.387
well taps                 136        170              0.0846
repair buffers             14        135              0.0672
clock buffers               7       76.3              0.0379
inverters                   5       18.8             0.00933
clock inverters             1       5.00             0.00249
## where the power goes
part	internal (mW)	total, mW	switching (mW)
Combinational	0.0892	0.158	0.0685
Clock	0.143	0.277	0.134
Sequential	0.427	0.491	0.0638
## cell usage in the layout (no fill, tap or decap), types with 3 or more instances in the layout
| master | n |
|---|---|
| sky130_fd_sc_hd__dfrtp_1 | 29 |
| sky130_fd_sc_hd__o21ai_0 | 9 |
| sky130_fd_sc_hd__a21oi_1 | 7 |
| sky130_fd_sc_hd__nor4b_1 | 4 |
| sky130_fd_sc_hd__clkdlybuf4s50_1 | 12 |
| sky130_fd_sc_hd__nor3_1 | 3 |
| sky130_fd_sc_hd__xnor2_1 | 4 |
| sky130_fd_sc_hd__nand3_1 | 5 |
| sky130_fd_sc_hd__nor2_1 | 9 |
| sky130_fd_sc_hd__clkbuf_8 | 5 |
| sky130_fd_sc_hd__nand2_1 | 17 |
| sky130_fd_sc_hd__nand4_1 | 3 |
| sky130_fd_sc_hd__mux2i_1 | 3 |
| sky130_fd_sc_hd__or3_1 | 5 |
| sky130_fd_sc_hd__mux2_2 | 15 |
| sky130_fd_sc_hd__inv_1 | 5 |
| sky130_fd_sc_hd__and3_1 | 3 |
## kinds of logic (layout without fill, tap and decap cells)
family / Yosys count / count (layout) / synth area share
AND/OR/NAND/NOR: 64 / 64 / 0.223
AND-OR/OR-AND: 31 / 31 / 0.120
flip-flops: 31 / 31 / 0.468
multiplexers: 18 / 18 / 0.120
buffers and inverters: 12 / 27 / 0.0339
XOR/XNOR: 4 / 4 / 0.0211
adder cells (fa/ha/maj): 2 / 2 / 0.0150
Power and IR drop assume default switching activity.
