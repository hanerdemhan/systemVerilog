===== flow/run.sh =====
#!/bin/bash
# OpenROAD 26Q1-2900-gdf79404cd8, Yosys 0.63+post, stock flow scripts
make -C /OpenROAD-flow-scripts/flow DESIGN_CONFIG=/design/flow/config.mk WORK_HOME=/design/flow/orfs finish

===== flow/config.mk =====
export PLATFORM = sky130hd
export DESIGN_NAME = blink
export DESIGN_NICKNAME = blink
export VERILOG_FILES = /design/flow/design.v
export SDC_FILE = /design/flow/constraint.sdc
export NUM_CORES = 4
export LEC_CHECK = 1
export CORE_AREA = 10 10 93 93
export DIE_AREA = 0 0 103 103

===== flow/constraint.sdc =====
current_design blink

set clk_period 3.3
set clk_io_pct 0.2

create_clock -name clk0 -period $clk_period [get_ports {clk}]

set non_clock_inputs [all_inputs -no_clocks]
set_input_delay [expr $clk_period * $clk_io_pct] -clock clk0 $non_clock_inputs
set_output_delay [expr $clk_period * $clk_io_pct] -clock clk0 [all_outputs]

===== flow/design.v =====
module blink (
    input logic clk,             
    output logic LED             
);
    logic [31:0] counter;
    logic LED_status;
    initial begin
        counter = 32'b0;        
        LED_status = 1'b0;      
    end
    always_ff @ (posedge clk) begin
        counter <= counter + 1;  
        if (counter >= 50000000) begin
            LED_status <= ~LED_status;  
            counter <= 32'b0;          
        end
    end
    assign LED = LED_status;
endmodule

==> flow_summary.yaml <==
# synthesis and place-and-route metrics
floorplanning:
  die_h_um: 103
  dieArea_um2: 10600
  die_w_um: 103
  num_rows: 30
  pin_count: 2
  fp_util_pct: 22.3
  core_um2: 6760
synth:
  yosysWarnings: 1
  ys_seq_share_pct: 44.5
  ys.flops: 33
  syn-instance-count: 157
  ys_types: 33
  ys_cells: 157
  ff_type: "dfxtp_1"
  ys_top_cells_by_count: "32 x dfxtp_1, 18 x nor4_1, 10 x nand2_1"
  yosys_area_um2: 1510
  yosysMostFrequentCell: "dfxtp_1"
  async_flop_share_pct: 0
  syn_avg_cell_area_um2: 9.60
  edf_count: 1
  yosysTopAreaCellShare_pct: 42.5
  area_leaders: "dfxtp_1 42%, nor4_1 7.5%, xnor2_1 5.2%"
  netlist_area_um2: 1510
  top_area_cell: "dfxtp_1"
pwr:
  ir_worst_vdd_v: 0.000223
  p_leak_uw: 0.000481
  power.density_nw_per_um2: 421
routing:
  wire_per_inst_um: 11.5
  via_count: 1163
  wl_um: 2820
  antenna_cells: 0
  drc_errors: 0
  dr.pass1.iters: 4
  drt_iter0_drc: 71
  viasPerCell: 4.73
  ant_nets: 0
clocking:
  cts_resized: 0
  holdBufCountCts: 0
  cts_max_level: 2
  cts_setup_buffers: 0
  cts_tree: "done"
  root_buffer: "clkbuf_8"
  insertion_delay_ns: 0.28
  cts_made_buffers: 5
  cts_buffer_depth: 2
  clkSinkCount: 33
  clkSlewWorstSetupHoldPaths_ns: 0.07
flow_run:
  maxCapViolCount: 0
  warning_count: 27
place:
  post-dp-hpwl_um: 1770
  placedInstanceArea_um2: 1630
  port_buffers: 1
  routabilityCongestion: 0.784
worst_setup_path:
  slowest_stage: "or4_1"
  worstSetupPathType: "register to register"
  crit_arrival_ns: 2.55
  critPathMaxStageDelay_ns: 0.72
  crit_family: "simple AND/OR/NAND/NOR gates"
  crit_required_ns: 3.48
  crit_top_cell: "or4_1"
  startpoint_type: "register"
  cp_num_cells: 4
  crit_start: "counter[2]"
  endpoint: "counter[23]"
  r2r_cells: 4
  path_buffers: 0
  endpoint_kind: "register"
  worstPathCellList: "nand4_1, or4_1, or4_1, a2111oi_2"
  worstReg2RegStart: "counter[2]"
  r2r_slack_ns: 0.93
  cp_max_fo: 11
  timing.rr.end: "counter[23]"
min_path:
  hold_path.class: "register to register"
sta:
  fin_skew_ns: 0.00929
  slew_viol_final: 0
  fmax_ghz: 0.422
  hold_viol_final: 0
  final-setup-viol-count: 0
  hold_ws_ns: 0.532
  relSlewSlack_pct: 51.4
  rsz0062_at_grt: "false"
  finalClockPeriodUsage_pct: 71.9
  tightest_slew_ns: 0.726
  min_period_ns: 2.37
  setup_tns_ns: 0
global_routing:
  grt_use_total_pct: 5.68
  grt_pass1_wl_um: 5010
  grt_overflow: 0
  first_global_vias: 1116
  antenna_found_initial: 0
  grt_max_degree: 28
layout:
  postLayoutCoreUtil_pct: 25.4
  drive_above_1_share_pct: 11.4
  finalInstanceArea_um2: 1720
  syn_to_final_growth_pct: 14.0
run_status:
  status: "complete, no violations"
-- power by group --
part	switching, µW	internal, µW	total [µW]
Combinational	2.61	4.16	6.77
Sequential	2.20	407	409
Clock	139	170	309
Total	143	581	724
-- final cells by class --
cell class / instances / area (µm²)
Timing Repair Buffer: 4 / 32.5
Sequential cell: 33 / 671
Multi-Input combinational cell: 113 / 796
Fill cell: 726 / 5040
Tap cell: 80 / 100
Inverter: 8 / 30.0
Clock buffer: 8 / 90.1
-- stage by stage --
stage,setup slack (ns),cells,total power (µW)
final,0.928,246,724
after global routing,0.717,246,751
after CTS,0.928,246,732
after detailed placement,0.943,238,425
after global placement,0.948,238,425
after floorplan,0.995,162,420
-- logic make-up after synthesis --
group / count (synthesis) / share of synthesized area [%]
and+or+nand+nor: 69 / 28.7
xor gates and xnor gates: 13 / 7.55
adders and majority gates: 2 / 1.66
AOI/OAI and AO/OA: 23 / 12.8
DFF: 33 / 44.5
buffers and inverters: 16 / 4.56
other: 1 / 0.249
-- registers in the layout, summed over array words and instances (netlist names) --
register and cells:
LED_status 1, counter 32
-- cell usage in the layout (no fill, tap or decap), drive strengths merged, types with 4 or more instances in the layout --
cell type,instances
nand2,10
nand4,5
or3,6
dfxtp,32
nor4,19
xnor2,9
inv,8
or4,9
o21ai,5
conb,6
nor2,5
clkbuf,8
a2111oi,10
xor2,4
nand3,8
o31ai,5
-- metal layers --
| layer | global-route usage [%] | vias to the layer above | wire [µm] |
|---|---|---|---|
| met5 | 0 | - | 0 |
| met4 | 0.428 | 0 | 0 |
| met3 | 1.62 | 0 | 86 |
| met2 | 9.07 | 11 | 1280 |
| met1 | 7.82 | 539 | 1450 |
| li1 | - | 613 | - |
-- worst reg2reg max path, cell delays in order (launching register included) --
cell and delay, ns:
dfxtp_1 0.42, nand4_1 0.23, or4_1 0.72, or4_1 0.55
a2111oi_2 0.36
-- how the worst min path moves through the flow --
| stage | endpoint | depth (start not counted) | slack, ns | from |
|---|---|---|---|---|
| after CTS | counter[0] | 1 | 0.53 | counter[0] |
| after global routing | counter[23] | 2 | 0.56 | counter[23] |
| final | counter[23] | 2 | 0.53 | counter[23] |
Power figures rest on the tool's default switching activity, not on a simulated workload.
